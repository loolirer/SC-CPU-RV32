--- flow/config.mk ---
export PLATFORM = sky130hd
export DESIGN_NAME = RegisterFile
export DESIGN_NICKNAME = RegisterFile
export VERILOG_FILES = /design/flow/design.v
export SDC_FILE = /design/flow/constraint.sdc
export NUM_CORES = 4
export LEC_CHECK = 1
export CORE_UTILIZATION = 30
--- flow/constraint.sdc ---
current_design RegisterFile

set clk_period 11.6
set clk_io_pct 0.2

create_clock -name clk0 -period $clk_period [get_ports {clk}]

set non_clock_inputs [all_inputs -no_clocks]
set_input_delay [expr $clk_period * $clk_io_pct] -clock clk0 $non_clock_inputs
set_output_delay [expr $clk_period * $clk_io_pct] -clock clk0 [all_outputs]
--- flow/design.v ---
module RegisterFile ( 
					 input [31:0] wd,  
					 input [4:0] wa,   
					 input we,         
					 input clk,        
					 input rst,        
					 input [4:0] ra1,  
					 input [4:0] ra2, 
					 output [31:0] rd1,  
					 output [31:0] rd2, 
					 output [31:0] x30,
					 output [31:0] x31
					 );
	reg [31:0] register [31:0]; 
	always @ (posedge clk or negedge rst)
		begin
		if(~rst) 
			begin
				integer i;
				for(i = 0; i < 32; i = i + 1)
					begin 
						register[i] <= 32'b0;
					end
			end 
		else if(we) 
			begin
			if(wa != 0)
				begin
					register[wa] <= wd; 
				end
			end 
	end
	assign rd1 = register[ra1];
    assign rd2 = register[ra2];
	assign x30 = register[30];
	assign x31 = register[31];
endmodule 
--- flow/run.sh ---
#!/bin/bash
# OpenROAD 26Q1-2900-gdf79404cd8, Yosys 0.63+post, stock flow scripts
make -C /OpenROAD-flow-scripts/flow DESIGN_CONFIG=/design/flow/config.mk WORK_HOME=/design/flow/orfs finish
==> impl_metrics.py <==
# Physical implementation metrics
metrics = {
    "setup_path": {
        "cp_slowest_cell": "nor2_4",
        "timing.rr.end": "register[30][20]",
        "endpoint_kind": "output pin",
        "cpMostUsedCell": "buf_4",
        "critPathKind": "in -> out",
        "rrSetupSlack_ns": 10.60,
        "cpPeakStageDelay_ns": 0.98,
        "cp_max_fo": 32,
        "cp_top_family": "buffers and inverters",
        "path_buffers": 4,
        "critPathCapture": "rd2[17]",
        "worstPathRequired_ns": 9.28,
        "start_kind": "primary input",
        "critPathLaunch": "ra2[2]",
        "r2r-start": "register[30][20]",
        "crit_arrival_ns": 7.21,
        "crit_chain": "buf_2 -> buf_4 -> nand3_1 -> nor2_4 -> buf_4 -> a22oi_1 -> nand4_1 -> nor2_1 -> a21oi_1 -> clkdlybuf4s50_1",
        "reg2regPathDepth": 1,
        "path_depth": 10,
    },
    "timing": {
        "finalSetupTns_ns": 0,
        "skew_ns": 0,
        "max_freq_mhz": 105,
        "hold_ws_ns": 0.403,
        "fin_ws_ns": 2.07,
        "max_slew_margin_pct": 4.65,
        "finalSetupViolations": 0,
        "post-route-period-util_pct": 82.1,
        "rsz0062_at_grt": "no",
        "drv_slew": 0,
        "period_minus_slack_ns": 9.53,
        "worst_pin_slew_ns": 1.43,
        "hold_viol_final": 0,
    },
    "place": {
        "hpwl_mm": 186,
        "gp_congestion": 1.08,
        "place_ws_ns": 2.58,
        "io_buffers": 177,
        "placed_area_um2": 56600,
    },
    "synth": {
        "syn_area_um2": 51600,
        "edf_count": 0,
        "synth_chip_area_um2": 51600,
        "ys_seq_share_pct": 49.7,
        "synth_stat.cells": 4369,
        "syn_inst": 4369,
        "avgSynthCellArea_um2": 11.8,
        "numSynthFlops": 1024,
        "yosys_warnings": 2,
        "flop_cell": "dfrtp_1",
        "async_flop_share_pct": 100,
        "top_cell_area_share_pct": 49.7,
        "ys_types": 71,
        "ys_top_cells_by_count": "1024 x dfrtp_1, 1024 x mux2_2, 711 x a22oi_1, 214 x clkbuf_1, 206 x nand2_1",
        "top_cells_by_area": "dfrtp_1 50%, mux2_2 22%, a22oi_1 10%, buf_2 1.6%, clkbuf_1 1.6%",
        "yosys.area.top_type": "dfrtp_1",
    },
    "floorplanning": {
        "ios": 178,
        "core_um2": 170000,
        "die_area_um2": 174000,
        "die_x_um": 417,
        "fp-utilization_pct": 30.3,
        "rows": 151,
        "die_h_um": 417,
    },
    "pwr": {
        "pwr-share-seq_pct": 48.3,
        "internal-power_uw": 7210,
        "leakage_uw": 0.0257,
        "ir_drop_mv": 0.131,
        "switching_share_pct": 30.8,
        "p_clk_share_pct": 35.9,
        "p_sw_uw": 3220,
        "power.density_nw_per_um2": 173,
        "pwr-share-comb_pct": 15.8,
    },
    "clocking": {
        "cts_buffers": 114,
        "tritoncts": "built",
        "clk_pin_slew_ns": 0.06,
        "cts_hold_buf": 0,
        "cts_root_buf": "clkbuf_16",
        "post_cts_resize_count": 0,
        "cts.sinks": 1024,
        "ctsHtreeMaxLevel": 3,
        "cts_buffer_depth": 3,
        "insertion_delay_ns": 0.78,
        "cts_setup_buffers": 0,
    },
    "route": {
        "vias_per_cell": 6.82,
        "first_pass_iters": 9,
        "first_iter_violations": 6491,
        "drtAntennaViolNets": 0,
        "routed_wl_mm": 296,
        "vias": 46400,
        "drcViolationCount": 0,
        "wl_per_cell_um": 43.5,
    },
    "cells_and_area": {
        "fin_util_pct": 35.5,
        "regMostFlops": "register",
        "nFillCells": 16400,
        "regArea_um2": 25600,
        "syn2layout_area_growth_pct": 17.2,
        "largest_register_ffs": 1024,
        "stdcell_area_um2": 60400,
        "comb_area_um2": 24500,
        "top_regs": "register: 1024 flops",
        "drive_gt1_share_pct": 34.8,
    },
    "grt": {
        "grt_pass1_vias": 45100,
        "grt-ovfl-total": 0,
        "grt_use_total_pct": 34.7,
        "antenna_found_initial": 19,
        "grt_pass1_wl_mm": 397,
        "grt_max_degree": 115,
    },
    "hold_path": {
        "hp-class": "reg -> reg",
    },
    "run": {
        "maxCapViolations": 0,
        "tool_warnings": 38,
    },
    "run_status": {
        "outcome": "finished, final reports clean",
    },
}
## power groups by stage
stage | registers [uW] | clock network (uW) | logic, uW
after CTS | 4990 | 3770 | 1620
final | 5030 | 3750 | 1650
after global routing | 5080 | 3900 | 1730
## routing by layer
layer	vias to the layer above	GRT usage (%)	part of all wire, %
met1	23400	41.4	34
met2	4357	47.0	40
li1	17000	-	-
met4	22	24.6	9.8
met3	1548	19.7	15
met5	-	1.25	0.12
## cell families (layout without fill, tap and decap cells)
group	after synthesis	count (layout)	synth area share [%]
other cells	0	25	0
flops	1024	1024	49.7
simple gates	726	726	6.99
compound gates	1083	1083	15.8
buf+inv	448	636	3.79
mux	1088	1088	23.7
## stage by stage
stage,power [uW],std cells
5_1_grt,10700,6777
2_1_floorplan,5600,4369
3_5_place_dp,6650,6565
4_1_cts,10400,6775
6_report,10400,6800
3_3_place_gp,6630,6565
## cell type report
type,count,area share (%)
clock buffers,156,5.41
repair buffers,423,5.98
well taps,2218,4.59
diodes,25,0.104
flip-flops and latches,1024,42.4
inverters,3,0.0186
multi-input cells,2897,40.6
clock inverters,54,0.909
## cells in the final DEF, fill, tap and decap left out, types with 33 or more instances in the layout
| cell | n |
|---|---|
| a21oi_1 | 74 |
| mux2_2 | 1024 |
| buf_4 | 244 |
| clkbuf_16 | 115 |
| clkdlybuf4s50_1 | 166 |
| nor3_1 | 65 |
| a22o_1 | 64 |
| nor2_4 | 65 |
| mux2i_1 | 53 |
| dfrtp_1 | 1024 |
| nor2_1 | 116 |
| nand3_1 | 46 |
| nand4_1 | 88 |
| a22oi_1 | 711 |
| nand2_1 | 192 |
| a221oi_1 | 33 |
## worst min-delay path by stage
stage	cells past startpoint	endpoint	startpoint	slack, ns
4_1_cts	0	register[0][24]	register[0][24]	0.40
5_1_grt	0	register[0][10]	register[0][10]	0.41
6_report	0	register[0][4]	register[0][4]	0.40
Power and IR drop assume default switching activity.

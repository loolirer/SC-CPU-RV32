==> flow/design.v <==
module ULA (input [31:0] SrcA, 
		    input [31:0] SrcB, 
            input [2:0] ULAControl, 
		    output reg [31:0] ULAResult, 
			output Zero
			);
	always @(*) begin
		case(ULAControl)
				3'b000: ULAResult = SrcA + SrcB; 
				3'b001: ULAResult = SrcA + ~SrcB + 1;
				3'b010: ULAResult = SrcA & SrcB;
				3'b011: ULAResult = SrcA | SrcB;
				3'b100: ULAResult = SrcA ^ SrcB;
				3'b101: ULAResult = SrcA < SrcB ? 1 : 0;
				3'b110: ULAResult = SrcA << SrcB;
				3'b111: ULAResult = SrcA >> SrcB;
				default: ULAResult = 0;
		endcase
	end
	assign Zero = ULAResult == 0 ? 1 : 0;
endmodule
==> flow/run.sh <==
#!/bin/bash
# OpenROAD 26Q1-2900-gdf79404cd8, Yosys 0.63+post, stock flow scripts
make -C /OpenROAD-flow-scripts/flow DESIGN_CONFIG=/design/flow/config.mk WORK_HOME=/design/flow/orfs finish
==> flow/config.mk <==
export PLATFORM = sky130hd
export DESIGN_NAME = ULA
export DESIGN_NICKNAME = ULA
export VERILOG_FILES = /design/flow/design.v
export SDC_FILE = /design/flow/constraint.sdc
export NUM_CORES = 4
export LEC_CHECK = 1
export CORE_UTILIZATION = 30
==> flow/constraint.sdc <==
current_design ULA

set clk_period 15.4
set clk_io_pct 0.2

create_clock -name clk0 -period $clk_period

set non_clock_inputs [all_inputs -no_clocks]
set_input_delay [expr $clk_period * $clk_io_pct] -clock clk0 $non_clock_inputs
set_output_delay [expr $clk_period * $clk_io_pct] -clock clk0 [all_outputs]
==> CHANGELOG.md <==
### Metrics

* Status: finished clean
* Number of cells traversed by the worst hold path at 4
* Number of placement rows at 65
* Fill cell count at 3,462
* Number of flip-flops and latches at 0
* Total global routing overflow at 0
* Proportion of layout cells with a drive suffix above 1 at 12.6%
* AND-OR/OR-AND share of the synthesized area at 31.2%
* XOR/XNOR share of the synthesized area at 2.40%
* Netlist area before placement at 9840 um^2
* Synth top cells by count: nand2_1 (121), a21oi_1 (114), nor2_1 (106)
* Chip area at 33,500 um^2
* Crit-path cells: clkdlybuf4s50_1 -> buf_4 -> clkinv_1 -> ha_1 -> inv_1 -> o211ai_1 -> a2111oi_2 -> o311ai_2 -> a311oi_4 -> nor4_1 -> or3_1 -> or4_1 -> or4_1 -> nor4_1 -> and2_1 -> clkdlybuf4s50_1
* GRT Util Overall at 29.9%
* Area of the core at 31,900 um^2
* Logic family by area: AND-OR/OR-AND gates
* Total of clock buffers placed in the layout at 0
* Critical path fanouts, max at 23
* AND/OR/NAND/NOR Cells, Area Fraction at 20.6%
* WP data required at 12.32 ns
* Average cell area after synthesis at 7.23 um^2
* Max transition margin at 29.1%
* Flop area at 0 um^2
* Adder-Cell Fraction of Synth Area at 12.6%
* Worst hold slack at 7.38 ns
* Sequential share of the synthesized area at 0%
* GPL Wtd Cong at 1.06
* Area share of the largest cell type after synthesis at 16.5%
* Tally of yosys warning messages at 1
* Via count at 11,599
* Fmax achieved at 0.0814 GHz
* Transition time of the tightest slew-check pin at 1.06 ns
* Number of setup violations in the final report at 0
* Core Util, Final at 35.3%
* Total detailed-routing wirelength at 49,800 um
* Accumulated negative setup slack at 0 ns
* Final period util at 79.8%
* Crit-path slowest cell: a2111oi_2
* Vias in the first global route at 10,951
* Number of vias per cell at 6.36
* Tool warnings at 96
* Length of the first detailed-routing pass in iterations at 6
* Sw Pwr at 0.000246 W
* Cell count after synthesis at 1,362
* CTS Hold Buffers Added at 0
* Buf+Inv Stages, Crit Path at 5
* # DRC at 0
* Internal power at 0.000169 W
* Wire length per cell after detailed routing at 27.3 um
* Global-route wire length before repair at 73,300 um
* Sink of the worst hold path: ULAResult[1]
* Hold Violations, Final at 0
* Tally of buffers added on design ports at 100
* Count of max-cap constraint violations at 0
* Hold wc startpoint: SrcB[1]
* Switching power as a share of total power at 59.3%
* Crit Path Category: input port to primary output
* Leakage at 4.38 nW
* Postcts setup bufs at 0
* Overall die width at 183 um
* Area overhead of the layout relative to synthesis at 14.2%
* Critical path arrival at 9.20 ns
* Slowest stage delay, CP at 0.82 ns
* Pins Over Slew Limit at 0
* Kind of cell adding the most delay to the critical path: simple AND/OR/NAND/NOR gates
* Minimum period implied by the final worst setup slack at 12.28 ns
* Multiplexer area fraction after synthesis at 24.2%
* Worst IR drop on VDD at 16.2 uV
* Final antenna-violating net count at 0
* Number of antenna violations at the first check in global routing at 1
* YS chip area at 9840 um^2
* Core utilization before placement at 30.9%
* Violation count after the first detailed-routing iteration at 1,346
* Crit path setup slack, layout at 3.12 ns
* Die outline height at 183 um
* CTS resizes at 0
* Most frequently used cell type in the post-synthesis netlist: nand2_1
* Largest cells by area after synthesis: mux4_2 (16%), ha_1 (12%), a21oi_1 (5.8%)
* Hold WC Path Type: input port to primary output
* Pin count of the biggest net entering global routing at 52
* Power density over cell area at 36.9 nW/um^2
* RSZ-0062 raised after global routing: no
* Count of boundary I/O pins at 100
* Half-perimeter wire length after detailed placement at 39,000 um
* Post-synthesis cell type with the largest combined area: mux4_2
* Startpoint type of the worst setup path: input port
* Number of cells in the yosys synthesis report at 1,362
* Setup Slack @ Placement at 3.22 ns
* Sort of element at the end of the critical path: primary output
* Yosys cell types at 88
==> worst min-delay path: stages <==
cell             delay (ns)
buf_4                  0.32
fa_1                   0.23
o22a_1                 0.19
clkdlybuf4s50_1        0.47
==> routing by layer <==
layer / vias to the layer above / GRT usage [%] / routed length [um]
met5: - / 0 / 0
met4: 0 / 8.03 / 1600
met3: 75 / 4.47 / 3730
met2: 590 / 46.9 / 22600
met1: 5692 / 43.3 / 21800
li1: 5242 / - / -
==> power groups by stage <==
stage	registers, W	logic (W)	clock network (W)
after global routing	0	0.000442	0
after CTS	0	0.000407	0
==> logic make-up after synthesis <==
logic type,Yosys count
compound gates,443
xor+xnor,27
buf+inv,229
fa+ha+maj,98
simple gates,420
mux,145
==> stage by stage <==
step	instance area [um^2]	total power (W)	cells
final	11200	0.000414	1825
after global placement	11200	0.000408	1821
after detailed placement	11200	0.000404	1821
after global routing	11200	0.000442	1821
after CTS	11200	0.000407	1821
after floorplan	9840	0.000252	1362
==> how the worst max path moves through the flow <==
stage / cells after the start / from / end / slack (ns)
4_1_cts: 16 / SrcB[5] / Zero / 3.20
5_1_grt: 16 / SrcB[5] / Zero / 2.94
6_report: 16 / SrcB[5] / Zero / 3.12
==> placed cells by master (no fill, tap or decap), types with 26 or more instances in the layout <==
cell	n
nor2_1	106
ha_1	96
o21ai_0	63
nand2_1	121
nand3_1	33
mux4_2	72
buf_4	49
o211ai_1	33
o22ai_1	29
inv_1	101
mux2i_1	52
a21oi_1	114
nor4_1	26
clkdlybuf4s50_1	95
nor3_1	33
a211oi_1	27
==> cell type report <==
cell class | count | area (um^2) | area share (%)
diodes | 4 | 10.0 | 0.0890
inverters | 106 | 398 | 3.54
multi-input cells | 1133 | 8950 | 79.7
well taps | 435 | 544 | 4.84
repair buffers | 147 | 1330 | 11.9
No activity file was given, so power comes from the tool's default toggle rates.
